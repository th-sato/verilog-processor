==> flow/design.v <==
module BIOS (
	input clock,
	input [11:0] address,
	output [31:0] instruction
);
	integer init = 1;
	reg[31:0] ram[190:0];
	assign instruction = ram[address];
	always@(posedge clock) begin
		if(init == 1) begin
ram[0] <= {6'd8, 6'd0, 20'd122};
ram[1] <= {6'd12, 5'd8, 21'd0};
ram[2] <= {6'd14, 26'd0};
ram[3] <= {6'd4, 5'd8, 1'b0, 20'd4};
ram[4] <= {6'd1, 5'd14, 1'b0, 20'd4};
ram[5] <= {6'd2, 5'd15, 21'd1};
ram[6] <= {6'd0, 5'd8, 5'd14, 5'd15, 5'd0, 6'd15};
ram[7] <= {6'd6, 5'd8, 5'd0, 16'd15};
ram[8] <= {6'd1, 5'd16, 1'b0, 20'd1};
ram[9] <= {6'd0, 5'd6, 5'd16, 10'd0, 6'd1};
ram[10] <= {6'd13, 5'd6, 21'd0};
ram[11] <= {6'd14, 26'd0};
ram[12] <= {6'd2, 5'd17, 21'd0};
ram[13] <= {6'd4, 5'd17, 1'b0, 20'd0};
ram[14] <= {6'd8, 6'd0, 20'd19};
ram[15] <= {6'd1, 5'd18, 1'b0, 20'd2};
ram[16] <= {6'd0, 5'd6, 5'd18, 10'd0, 6'd1};
ram[17] <= {6'd13, 5'd6, 21'd0};
ram[18] <= {6'd14, 26'd0};
ram[19] <= {6'd1, 5'd19, 1'b0, 20'd3};
ram[20] <= {6'd9, 5'd19, 21'd0};
ram[21] <= {6'd2, 5'd14, 21'd3};
ram[22] <= {6'd0, 5'd6, 5'd14, 10'd0, 6'd1};
ram[23] <= {6'd13, 5'd6, 21'd0};
ram[24] <= {6'd14, 26'd0};
ram[25] <= {6'd2, 5'd14, 21'd28};
ram[26] <= {6'd4, 5'd14, 1'b0, 20'd3};
ram[27] <= {6'd8, 6'd0, 20'd1};
ram[28] <= {6'd1, 5'd15, 1'b0, 20'd5};
ram[29] <= {6'd9, 5'd15, 21'd0};
ram[30] <= {6'd12, 5'd8, 21'd0};
ram[31] <= {6'd14, 26'd0};
ram[32] <= {6'd4, 5'd8, 1'b0, 20'd7};
ram[33] <= {6'd1, 5'd14, 1'b0, 20'd7};
ram[34] <= {6'd0, 5'd6, 5'd14, 10'd0, 6'd1};
ram[35] <= {6'd13, 5'd6, 21'd0};
ram[36] <= {6'd14, 26'd0};
ram[37] <= {6'd2, 5'd14, 21'd40};
ram[38] <= {6'd4, 5'd14, 1'b0, 20'd3};
ram[39] <= {6'd8, 6'd0, 20'd1};
ram[40] <= {6'd1, 5'd15, 1'b0, 20'd6};
ram[41] <= {6'd9, 5'd15, 21'd0};
ram[42] <= {6'd2, 5'd14, 21'd4};
ram[43] <= {6'd4, 5'd14, 1'b0, 20'd9};
ram[44] <= {6'd1, 5'd15, 1'b0, 20'd9};
ram[45] <= {6'd0, 5'd6, 5'd15, 10'd0, 6'd1};
ram[46] <= {6'd13, 5'd6, 21'd0};
ram[47] <= {6'd14, 26'd0};
ram[48] <= {6'd2, 5'd14, 21'd51};
ram[49] <= {6'd4, 5'd14, 1'b0, 20'd3};
ram[50] <= {6'd8, 6'd0, 20'd1};
ram[51] <= {6'd1, 5'd15, 1'b0, 20'd8};
ram[52] <= {6'd9, 5'd15, 21'd0};
ram[53] <= {6'd2, 5'd14, 21'd3};
ram[54] <= {6'd2, 5'd15, 21'd5};
ram[55] <= {6'd0, 5'd8, 5'd14, 5'd15, 5'd0, 6'd0};
ram[56] <= {6'd0, 5'd6, 5'd8, 10'd0, 6'd1};
ram[57] <= {6'd13, 5'd6, 21'd0};
ram[58] <= {6'd14, 26'd0};
ram[59] <= {6'd2, 5'd14, 21'd62};
ram[60] <= {6'd4, 5'd14, 1'b0, 20'd3};
ram[61] <= {6'd8, 6'd0, 20'd1};
ram[62] <= {6'd1, 5'd15, 1'b0, 20'd10};
ram[63] <= {6'd9, 5'd15, 21'd0};
ram[64] <= {6'd2, 5'd14, 21'd10};
ram[65] <= {6'd0, 5'd15, 5'd14, 10'd0, 6'd1};
ram[66] <= {6'd2, 5'd16, 21'd15};
ram[67] <= {6'd0, 5'd17, 5'd16, 10'd0, 6'd1};
ram[68] <= {6'd2, 5'd18, 21'd1023};
ram[69] <= {6'd0, 5'd19, 5'd18, 10'd0, 6'd1};
ram[70] <= {6'd16, 5'd15, 5'd17, 5'd19, 11'd0};
ram[71] <= {6'd2, 5'd14, 21'd15};
ram[72] <= {6'd0, 5'd15, 5'd14, 10'd0, 6'd1};
ram[73] <= {6'd2, 5'd16, 21'd1023};
ram[74] <= {6'd0, 5'd17, 5'd16, 10'd0, 6'd1};
ram[75] <= {6'd17, 5'd8, 5'd15, 5'd17, 11'd0};
ram[76] <= {6'd0, 5'd6, 5'd8, 10'd0, 6'd1};
ram[77] <= {6'd13, 5'd6, 21'd0};
ram[78] <= {6'd14, 26'd0};
ram[79] <= {6'd2, 5'd14, 21'd82};
ram[80] <= {6'd4, 5'd14, 1'b0, 20'd3};
ram[81] <= {6'd8, 6'd0, 20'd1};
ram[82] <= {6'd1, 5'd15, 1'b0, 20'd11};
ram[83] <= {6'd9, 5'd15, 21'd0};
ram[84] <= {6'd2, 5'd14, 21'd0};
ram[85] <= {6'd4, 5'd14, 1'b0, 20'd14};
ram[86] <= {6'd2, 5'd15, 21'd0};
ram[87] <= {6'd4, 5'd15, 1'b0, 20'd13};
ram[88] <= {6'd1, 5'd16, 1'b0, 20'd13};
ram[89] <= {6'd2, 5'd17, 21'd2048};
ram[90] <= {6'd0, 5'd8, 5'd16, 5'd17, 5'd0, 6'd11};
ram[91] <= {6'd6, 5'd8, 5'd0, 16'd120};
ram[92] <= {6'd1, 5'd18, 1'b0, 20'd13};
ram[93] <= {6'd2, 5'd19, 21'd1024};
ram[94] <= {6'd0, 5'd8, 5'd18, 5'd19, 5'd0, 6'd11};
ram[95] <= {6'd6, 5'd8, 5'd0, 16'd104};
ram[96] <= {6'd1, 5'd14, 1'b0, 20'd13};
ram[97] <= {6'd0, 5'd15, 5'd14, 10'd0, 6'd1};
ram[98] <= {6'd2, 5'd16, 21'd1};
ram[99] <= {6'd0, 5'd17, 5'd16, 10'd0, 6'd1};
ram[100] <= {6'd1, 5'd18, 1'b0, 20'd13};
ram[101] <= {6'd0, 5'd19, 5'd18, 10'd0, 6'd1};
ram[102] <= {6'd15, 5'd15, 5'd17, 5'd19, 11'd0};
ram[103] <= {6'd8, 6'd0, 20'd115};
ram[104] <= {6'd1, 5'd14, 1'b0, 20'd13};
ram[105] <= {6'd0, 5'd15, 5'd14, 10'd0, 6'd1};
ram[106] <= {6'd2, 5'd16, 21'd2};
ram[107] <= {6'd0, 5'd17, 5'd16, 10'd0, 6'd1};
ram[108] <= {6'd1, 5'd18, 1'b0, 20'd14};
ram[109] <= {6'd0, 5'd19, 5'd18, 10'd0, 6'd1};
ram[110] <= {6'd15, 5'd15, 5'd17, 5'd19, 11'd0};
ram[111] <= {6'd1, 5'd14, 1'b0, 20'd14};
ram[112] <= {6'd2, 5'd15, 21'd1};
ram[113] <= {6'd0, 5'd8, 5'd14, 5'd15, 5'd0, 6'd0};
ram[114] <= {6'd4, 5'd8, 1'b0, 20'd14};
ram[115] <= {6'd1, 5'd16, 1'b0, 20'd13};
ram[116] <= {6'd2, 5'd17, 21'd1};
ram[117] <= {6'd0, 5'd8, 5'd16, 5'd17, 5'd0, 6'd0};
ram[118] <= {6'd4, 5'd8, 1'b0, 20'd13};
ram[119] <= {6'd8, 6'd0, 20'd88};
ram[120] <= {6'd1, 5'd18, 1'b0, 20'd12};
ram[121] <= {6'd9, 5'd18, 21'd0};
ram[122] <= {6'd20, 5'd0, 21'd0};
ram[123] <= {6'd14, 26'd0};
ram[124] <= {6'd2, 5'd14, 21'd65535};
ram[125] <= {6'd4, 5'd14, 1'b0, 20'd1};
ram[126] <= {6'd2, 5'd15, 21'd65534};
ram[127] <= {6'd4, 5'd15, 1'b0, 20'd2};
ram[128] <= {6'd2, 5'd16, 21'd1};
ram[129] <= {6'd4, 5'd16, 1'b0, 20'd0};
ram[130] <= {6'd1, 5'd17, 1'b0, 20'd0};
ram[131] <= {6'd2, 5'd18, 21'd1};
ram[132] <= {6'd0, 5'd8, 5'd17, 5'd18, 5'd0, 6'd15};
ram[133] <= {6'd6, 5'd8, 5'd0, 16'd138};
ram[134] <= {6'd2, 5'd14, 21'd137};
ram[135] <= {6'd4, 5'd14, 1'b0, 20'd5};
ram[136] <= {6'd8, 6'd0, 20'd21};
ram[137] <= {6'd8, 6'd0, 20'd130};
ram[138] <= {6'd2, 5'd15, 21'd1};
ram[139] <= {6'd4, 5'd15, 1'b0, 20'd0};
ram[140] <= {6'd1, 5'd16, 1'b0, 20'd0};
ram[141] <= {6'd2, 5'd17, 21'd1};
ram[142] <= {6'd0, 5'd8, 5'd16, 5'd17, 5'd0, 6'd15};
ram[143] <= {6'd6, 5'd8, 5'd0, 16'd148};
ram[144] <= {6'd2, 5'd14, 21'd147};
ram[145] <= {6'd4, 5'd14, 1'b0, 20'd6};
ram[146] <= {6'd8, 6'd0, 20'd30};
ram[147] <= {6'd8, 6'd0, 20'd140};
ram[148] <= {6'd2, 5'd15, 21'd1};
ram[149] <= {6'd4, 5'd15, 1'b0, 20'd0};
ram[150] <= {6'd1, 5'd16, 1'b0, 20'd0};
ram[151] <= {6'd2, 5'd17, 21'd1};
ram[152] <= {6'd0, 5'd8, 5'd16, 5'd17, 5'd0, 6'd15};
ram[153] <= {6'd6, 5'd8, 5'd0, 16'd158};
ram[154] <= {6'd2, 5'd14, 21'd157};
ram[155] <= {6'd4, 5'd14, 1'b0, 20'd8};
ram[156] <= {6'd8, 6'd0, 20'd42};
ram[157] <= {6'd8, 6'd0, 20'd150};
ram[158] <= {6'd2, 5'd15, 21'd1};
ram[159] <= {6'd4, 5'd15, 1'b0, 20'd0};
ram[160] <= {6'd1, 5'd16, 1'b0, 20'd0};
ram[161] <= {6'd2, 5'd17, 21'd1};
ram[162] <= {6'd0, 5'd8, 5'd16, 5'd17, 5'd0, 6'd15};
ram[163] <= {6'd6, 5'd8, 5'd0, 16'd168};
ram[164] <= {6'd2, 5'd14, 21'd167};
ram[165] <= {6'd4, 5'd14, 1'b0, 20'd10};
ram[166] <= {6'd8, 6'd0, 20'd53};
ram[167] <= {6'd8, 6'd0, 20'd160};
ram[168] <= {6'd2, 5'd15, 21'd1};
ram[169] <= {6'd4, 5'd15, 1'b0, 20'd0};
ram[170] <= {6'd1, 5'd16, 1'b0, 20'd0};
ram[171] <= {6'd2, 5'd17, 21'd1};
ram[172] <= {6'd0, 5'd8, 5'd16, 5'd17, 5'd0, 6'd15};
ram[173] <= {6'd6, 5'd8, 5'd0, 16'd178};
ram[174] <= {6'd2, 5'd14, 21'd177};
ram[175] <= {6'd4, 5'd14, 1'b0, 20'd11};
ram[176] <= {6'd8, 6'd0, 20'd64};
ram[177] <= {6'd8, 6'd0, 20'd170};
ram[178] <= {6'd2, 5'd14, 21'd181};
ram[179] <= {6'd4, 5'd14, 1'b0, 20'd12};
ram[180] <= {6'd8, 6'd0, 20'd84};
ram[181] <= {6'd1, 5'd15, 1'b0, 20'd1};
ram[182] <= {6'd0, 5'd6, 5'd15, 10'd0, 6'd1};
ram[183] <= {6'd13, 5'd6, 21'd0};
ram[184] <= {6'd14, 26'd0};
ram[185] <= {6'd11, 26'd0};
			init = 0;
		end
	end
endmodule
==> flow/run.sh <==
#!/bin/bash
# OpenROAD 26Q1-2900-gdf79404cd8, Yosys 0.63+post, stock flow scripts
make -C /OpenROAD-flow-scripts/flow DESIGN_CONFIG=/design/flow/config.mk WORK_HOME=/design/flow/orfs finish
==> flow/config.mk <==
export PLATFORM = sky130hd
export DESIGN_NAME = BIOS
export DESIGN_NICKNAME = BIOS
export VERILOG_FILES = /design/flow/design.v
export SDC_FILE = /design/flow/constraint.sdc
export NUM_CORES = 4
export LEC_CHECK = 1
export CORE_UTILIZATION = 30
==> flow/constraint.sdc <==
current_design BIOS

set clk_period 6.9
set clk_io_pct 0.2

create_clock -name clk0 -period $clk_period [get_ports {clock}]

set non_clock_inputs [all_inputs -no_clocks]
set_input_delay [expr $clk_period * $clk_io_pct] -clock clk0 $non_clock_inputs
set_output_delay [expr $clk_period * $clk_io_pct] -clock clk0 [all_outputs]
==> node_exporter_impl.prom <==
# HELP chip_impl_metric Metrics from one implementation run
# TYPE chip_impl_metric gauge
chip_impl_info{name="outcome",value="complete, no violations"} 1
chip_impl_metric{name="fin_setup_tns",unit="ps"} 0
chip_impl_info{name="max_stage_delay_cell_worst_path",value="nor4_1"} 1
chip_impl_metric{name="powerDensity",unit="mW/mm^2"} 55.4
chip_impl_metric{name="relSlewSlack",unit=""} 0.213
chip_impl_metric{name="vias",unit=""} 5005
chip_impl_info{name="holdCritPathClass",value="primary input to primary output"} 1
chip_impl_metric{name="clock_buffers",unit=""} 0
chip_impl_metric{name="ant_nets",unit=""} 0
chip_impl_metric{name="worst-endpoint-arrival",unit="ps"} 5330
chip_impl_info{name="synthTopCellsByArea",value="nor2_1 (7.9%), a21oi_1 (6.9%), nand2_1 (5.7%)"} 1
chip_impl_metric{name="cp_slowest_stage_delay",unit="ps"} 810
chip_impl_metric{name="design_area",unit="sq mm"} 0.00379
chip_impl_metric{name="vias_per_cell",unit=""} 7.34
chip_impl_metric{name="vias_in_the_first_global_route",unit=""} 4593
chip_impl_metric{name="tightestPinTransition",unit="ps"} 1180
chip_impl_metric{name="floorplan_core_area",unit="sq mm"} 0.00982
chip_impl_metric{name="final_core_utilization",unit=""} 0.386
chip_impl_metric{name="power.share.clock",unit=""} 0
chip_impl_info{name="setup.worst_path.end",value="instruction[1]"} 1
chip_impl_metric{name="crit_fanout",unit=""} 14
chip_impl_metric{name="ys_sh_simple",unit=""} 0.502
chip_impl_metric{name="syn_avg_cell_area",unit="sq um"} 5.95
chip_impl_metric{name="synthesis.yosys.warnings",unit=""} 162
chip_impl_metric{name="number_of_setup_violations_in_the_final_report",unit=""} 0
chip_impl_metric{name="max-vdd-ir-drop",unit="mV"} 0.0325
chip_impl_metric{name="layout.cells.non_filler",unit=""} 682
chip_impl_metric{name="drcViolationCount",unit=""} 0
chip_impl_metric{name="drv_cap",unit=""} 0
chip_impl_metric{name="cts_post_setup_buffers_inserted",unit=""} 0
chip_impl_metric{name="die_height",unit="microns"} 103
chip_impl_metric{name="detailedRoute.firstPassIterationCount",unit=""} 10
chip_impl_metric{name="total_wirelength_of_the_detailed_routed_design",unit="microns"} 20100
chip_impl_info{name="post-synth-top-count-cell",value="nor2_1"} 1
chip_impl_info{name="setup_repair_after_global_routing_missed_its_margin",value="false"} 1
chip_impl_metric{name="flop-count",unit=""} 0
chip_impl_metric{name="num_io_pins",unit=""} 45
chip_impl_metric{name="synth.cellmix.xorXnorShare",unit=""} 0.0115
chip_impl_metric{name="cts_hold_repair.buffers",unit=""} 0
chip_impl_metric{name="critical_path_required",unit="ps"} 5520
chip_impl_info{name="netlist_logic_family_top",value="simple AND/OR/NAND/NOR gates"} 1
chip_impl_info{name="netlist_top_cells_count",value="nor2_1 (64), nand2_1 (46), a21oi_1 (42), clkbuf_1 (30)"} 1
chip_impl_metric{name="drt_iter0_markers",unit=""} 1011
chip_impl_metric{name="dp_hpwl",unit="microns"} 15000
chip_impl_metric{name="drive_gt1_frac",unit=""} 0.151
chip_impl_metric{name="grt_pass1_wl",unit="microns"} 29800
chip_impl_metric{name="power.share.switching",unit=""} 0.560
chip_impl_info{name="timing.critical_path.to_type",value="primary output"} 1
chip_impl_metric{name="p_sw",unit="uW"} 118
chip_impl_metric{name="postSynthSeqShare",unit=""} 0
chip_impl_metric{name="yosysCellCount",unit=""} 512
chip_impl_metric{name="initCoreUtil",unit=""} 0.310
chip_impl_metric{name="netlist.area_leader.share",unit=""} 0.0789
chip_impl_metric{name="finalHoldViolations",unit=""} 0
chip_impl_metric{name="seqPwrFrac",unit=""} 0
chip_impl_metric{name="portBuffers",unit=""} 39
chip_impl_info{name="crit_type",value="primary input to primary output"} 1
chip_impl_metric{name="postSynthCellCount",unit=""} 512
chip_impl_metric{name="synth_compound_gate_area_share",unit=""} 0.374
chip_impl_info{name="cp_common_cell",value="clkdlybuf4s50_1"} 1
chip_impl_metric{name="place.detailed.instances",unit=""} 682
chip_impl_metric{name="regArea",unit="sq um"} 0
chip_impl_metric{name="achievable-frequency",unit="MHz"} 149
chip_impl_metric{name="timing.final.max_slew_violations",unit=""} 0
chip_impl_metric{name="syn-cell-area",unit="sq mm"} 0.00304
chip_impl_metric{name="fa_ha_area_frac",unit=""} 0
chip_impl_info{name="startpoint",value="address[0]"} 1
chip_impl_info{name="timing.critical_path.cells",value="clkdlybuf4s50_1, nand2b_1, nor2_1, a22oi_1, o221ai_1, nor4_1, nand2_1, or3_1, nand4b_1, clkdlybuf4s50_1"} 1
chip_impl_metric{name="gp_routability_congestion",unit=""} 1.11
chip_impl_metric{name="share_comb_of_total_power",unit=""} 1.000
chip_impl_metric{name="detail_route.antenna_diodes",unit=""} 0
chip_impl_info{name="worstSetupStartpointType",value="primary input"} 1
chip_impl_metric{name="warning_total_across_the_stage_logs",unit=""} 32
chip_impl_metric{name="yosysChipArea",unit="sq mm"} 0.00304
chip_impl_metric{name="placement.cell_area",unit="sq mm"} 0.00379
chip_impl_metric{name="routed_len_inst",unit="microns"} 29.5
chip_impl_metric{name="internal-power",unit="uW"} 92.3
chip_impl_metric{name="groute.usage.overall",unit=""} 0.398
chip_impl_metric{name="grt_max_degree",unit=""} 43
chip_impl_metric{name="synthToLayoutAreaGrowth",unit="%"} 24.6
chip_impl_metric{name="rows",unit=""} 36
chip_impl_info{name="yosys.area.top_type",value="nor2_1"} 1
chip_impl_metric{name="postCtsResizedCells",unit=""} 0
chip_impl_metric{name="power.static_leakage",unit="nW"} 1.41
chip_impl_metric{name="die_w",unit="microns"} 103
chip_impl_metric{name="synth.mux.area_fraction",unit=""} 0
chip_impl_metric{name="final_period_minus_worst_setup_slack",unit="ps"} 6710
chip_impl_metric{name="grt_antenna_before_repair",unit=""} 0
chip_impl_metric{name="die-area",unit="sq mm"} 0.0106
chip_impl_metric{name="grt.overflow.total",unit=""} 0
chip_impl_metric{name="netlist-cell-type-count",unit=""} 69
chip_impl_metric{name="timing.final.crit_share",unit=""} 0.972
==> power groups by stage <==
stage / Combinational [mW] / Clock, mW / Sequential [mW]
CTS: 0.201 / 0 / 0
global route: 0.221 / 0 / 0
finish: 0.210 / 0 / 0
==> area by class of cell <==
class	count	area, sq um
fillers	1103	6030
well taps	133	166
multi-input cells	445	2710
inverters	3	11.3
repair buffers	101	901
==> per-layer routing <==
metal,GRT usage,part of all wire
met1,0.524,0.36
met2,0.555,0.39
met3,0.135,0.16
met4,0.252,0.093
met5,0,0
==> worst min path at each step <==
stage,slack [ps],endpoint,cells past startpoint,from
4_1_cts,3930,instruction[12],5,address[3]
5_1_grt,4020,instruction[6],5,address[3]
6_report,3970,instruction[12],5,address[3]
==> layout by cell type (no fill, tap or decap), types with 4 or more instances in the layout <==
master,Yosys,layout
nor2_1,64,64
buf_4,7,58
nand2_1,46,46
a21oi_1,42,42
clkdlybuf4s50_1,0,38
o21ai_0,28,28
nor3_1,28,28
o22ai_1,21,21
nand3_1,16,16
nand2b_1,14,14
nand4_1,13,13
or4_1,10,10
nor4_1,10,10
a221oi_1,9,9
o2111ai_1,8,8
or3_1,8,8
a22oi_1,8,8
or4b_2,7,7
nand4bb_1,7,7
nand4b_1,6,6
nor2b_1,6,6
nand3b_1,6,6
o32ai_1,5,5
a211oi_1,5,5
a31oi_1,5,5
o221ai_1,5,5
or2_2,4,4
a221o_1,4,4
and3_1,4,4
o211ai_1,4,4
a2111oi_0,4,4
buf_12,0,4
==> cells by family (layout without fill, tap and decap cells) <==
kind of cell,after synthesis,count (layout)
simple gates,270,270
compound gates,170,170
buf+inv,67,104
xor+xnor,4,4
other cells,1,1
==> per-stage QoR <==
stage	hold WS [ps]	setup slack, ps	power (mW)
detailed placement	3920	448	0.200
floorplan	3090	2010	0.102
global route	4020	173	0.221
finish	3970	194	0.210
CTS	3930	443	0.201
global placement	3920	340	0.205
==> critical path: cells and delay by family <==
kind	cells	cell delay, ps
buf+inv	2	1260
compound gates	2	680
simple gates	6	1990
Power figures rest on the tool's default switching activity, not on a simulated workload.
